`./config.mk`:
```
export PLATFORM = sky130hd
export DESIGN_NAME = Alu
export DESIGN_NICKNAME = Alu
export VERILOG_FILES = /design/flow/design.v
export SDC_FILE = /design/flow/constraint.sdc
export NUM_CORES = 4
export LEC_CHECK = 1
export CORE_UTILIZATION = 50
export SYNTH_HDL_FRONTEND = slang
```
`./constraint.sdc`:
```
current_design Alu

set clk_period 23.2
set clk_io_pct 0.2

create_clock -name clk0 -period $clk_period

set non_clock_inputs [all_inputs -no_clocks]
set_input_delay [expr $clk_period * $clk_io_pct] -clock clk0 $non_clock_inputs
set_output_delay [expr $clk_period * $clk_io_pct] -clock clk0 [all_outputs]
```
`./design.v`:
```
`timescale 1ns/1ps
package alu_pkg;
    typedef enum logic [3:0] {
        ALU_ADD = 4'b0000,
        ALU_SUB = 4'b0001,
        ALU_AND = 4'b0010,  
        ALU_ORR = 4'b0011,  
        ALU_EOR = 4'b0100,  
        ALU_LSL = 4'b0101,  
        ALU_LSR = 4'b0110,  
        ALU_ASR = 4'b0111   
    } alu_op_t;
    typedef struct packed {
        logic n;   
        logic z;   
        logic c;   
        logic v;   
    } alu_flags_t;
endpackage
`timescale 1ns/1ps
import alu_pkg::*;
module Alu #()
(
    input  alu_op_t     alu_opcode ,
    input  logic [31:0] data_in1   ,
    input  logic [31:0] data_in2   ,
    output logic[31:0]  data_out   ,
    output alu_flags_t flags_out
);
    logic [32:0] result;
    always_comb begin : ALU_Execution
        unique case (alu_opcode)
            ALU_ADD: begin
                result = {1'b0, data_in1} + {1'b0, data_in2};   
            end
            ALU_SUB: begin
                result =  {1'b0, data_in1} - {1'b0, data_in2};  
            end
            ALU_AND: begin
                result = {1'b0, data_in1} & {1'b0, data_in2};
            end
            ALU_ORR: begin
                result = {1'b0, data_in1} | {1'b0, data_in2};
            end
            ALU_EOR: begin
                result = {1'b0, data_in1} ^ {1'b0, data_in2};
            end
            ALU_LSR: begin
                result = {1'b0, data_in1 >> data_in2[4:0]};
            end
            ALU_LSL: begin
                result = {1'b0, data_in1} << data_in2[4:0];
            end
            ALU_ASR: begin
                result = {1'b0, $signed(data_in1) >>> data_in2[4:0]};  
            end
            default: begin
                result = 33'b0;
            end
        endcase
    end
    always_comb begin : ALU_Flag_Assignment
        flags_out.n = result[31];  
        flags_out.z = (result[31:0] == 32'h0);  
        unique case (alu_opcode)
            ALU_ADD: begin
                flags_out.c = result[32];   
                flags_out.v = (data_in1[31] == data_in2[31]) && (result[31] != data_in1[31]);
            end
            ALU_SUB: begin
                flags_out.c = ~result[32];   
                flags_out.v = (data_in1[31] != data_in2[31]) && (result[31] != data_in1[31]);
            end
            ALU_LSL: begin
                flags_out.c = result[32];
                flags_out.v = 1'b0;
            end
            ALU_LSR, ALU_ASR: begin  
                flags_out.c = (data_in2[4:0] != 0) ? data_in1[data_in2[4:0] - 1] : 1'b0;  
                flags_out.v = 1'b0;
            end
            default: begin
                flags_out.c = 1'b0;
                flags_out.v = 1'b0;
            end
        endcase
    end
    assign data_out = result[31:0];  
endmodule
```
`./run.sh`:
```
#!/bin/bash
# OpenROAD 26Q1-2900-gdf79404cd8, Yosys 0.63+post, stock flow scripts
make -C /OpenROAD-flow-scripts/flow DESIGN_CONFIG=/design/flow/config.mk WORK_HOME=/design/flow/orfs finish
```
==> Slide: Implementation Results <==
Physical Implementation Snapshot

Worst setup path
  – CP delay by family, top: simple AND/OR/NAND/NOR gates
  – Critical path data arrival time: 11.20 ns
  – CP Max Fanout: 25
  – Slowest-stage cell, CP: clkdlybuf4s50_1
  – Critical path launch point type: input pin
  – Critical Path End Type: output pin
  – CP bufs+invs: 3
  – CP peak stage delay: 1.02 ns
  – Required @ worst endpoint: 18.56 ns
  – Kind of critical path: input pin to output pin
  – Crit-path cells: clkdlybuf4s50_1, nor3_2, buf_4, nand2_1, o41ai_1, xnor2_1, ha_1, a211o_1, a221oi_1, o21ai_0, a31oi_1, xnor2_1, a221o_1, nor2_1, nor4b_1, or4b_2, nor4b_2, clkdlybuf4s50_1

Power
  – VDD IR max: 21.78 uV
  – P_leak: 4.127 nW
  – Cell Pwr Density: 25.83 nW/um^2

Timing
  – Setup TNS: 0 ns
  – Worst relative slew slack: 27.16%
  – Max Fclk: 63.13 MHz
  – Final Critical Period: 15.84 ns
  – WHS: 10.48 ns
  – PnR worst setup slack: 7.360 ns
  – Slew @ Worst Pin: 1.081 ns
  – Final Setup Violations: 0
  – Final-report hold violation count: 0
  – RSZ-0062 raised after global routing: no
  – Period utilization: 68.27%
  – Max Slew Vio Count: 0

Detailed routing
  – Remaining DRCs: 0
  – DR iter-0 viols: 1,166
  – Total number of vias: 10,810
  – Via-to-Cell Ratio: 7.183
  – Post-route ant nets: 0
  – First drt pass iteration count: 6
  – Drt total wl: 42,790 um
  – Diode count: 0
  – Wirelength per Cell: 28.43 um

Logic synthesis
  – Syn avg cell area: 7.351 um^2
  – Post-synthesis instance total: 1,254
  – Post-Syn Area: 9218 um^2
  – Synth warn: 0
  – Yosys cell count: 1,254
  – Seq/Total Area, Yosys: 0%
  – Synth cell types: 89
  – Yosys synthesis chip area: 9218 um^2

Placed design
  – Area after DPL: 10,220 um^2
  – IO Port Bufs: 104
  – Placed wire-length estimate: 33,340 um
  – Final Wtd Congestion: 1.089
  – Place WS: 7.442 ns

CTS
  – Setup Fix Bufs, Post-CTS: 0
  – Post_cts resized: 0
  – # hold bufs at CTS: 0

Global route
  – Total track usage: 46.10%
  – Vias in the first global route: 9,862
  – Total global routing overflow: 0
  – First-pass GRT wire length: 62,360 um
  – Largest net degree at the start of global routing: 58
  – Initial antenna violation count: 1

Die
  – Die width: 137.8 um
  – Placement Rows: 49
  – FP Util: 51.14%
  – Die Area: 18,980 um^2
  – Die Y: 137.8 um
  – Core ar.: 18,020 um^2
  – Boundary Pins: 104

Cells and area
  – Final Instance Area: 10,220 um^2
  – Clock buffer cells: 0
  – Layout area overhead: 10.86%
  – Layout cells sized above 1: 11.05%
  – Reg area: 0 um^2
  – Number of fill cells: 1,735
  – Seq_cells: 0

Run
  – OpenROAD warning count: 68
  – Maxcap violations: 0

Hold path
  – HP Class: input pin to output pin

Run status
  – Status: completed
[cells in the mapped netlist (all sizes together), types with 11 or more instances]
cell type,count,area share [%]
a211oi,31,2.5
a21o,12,0.98
a21oi,61,3.3
a221oi,18,1.8
a22oi,28,2.3
a31oi,13,0.88
buf,41,2.9
clkbuf,67,2.7
ha,100,14
inv,83,3.4
mux2,44,5.5
mux2i,59,6.4
mux4,42,10
nand2,102,4.2
nand2b,12,0.81
nand3,24,1.3
nor2,98,4.0
nor2b,11,0.75
nor3,38,2.1
o211ai,26,2.1
o21ai,76,4.1
o22ai,19,1.3
o31ai,16,1.3
or3,11,0.75
xnor2,39,3.7
xor2,13,1.2
[cells in the final DEF (no fill, tap or decap), types with 16 or more instances in the layout]
| master | n |
|---|---|
| a211oi_1 | 31 |
| a21oi_1 | 61 |
| a221oi_1 | 17 |
| a22oi_1 | 28 |
| buf_4 | 27 |
| clkdlybuf4s50_1 | 99 |
| ha_1 | 100 |
| inv_1 | 81 |
| mux2_2 | 41 |
| mux2i_1 | 59 |
| mux4_2 | 40 |
| nand2_1 | 102 |
| nand3_1 | 24 |
| nor2_1 | 98 |
| nor3_1 | 37 |
| o211ai_1 | 26 |
| o21ai_0 | 76 |
| o22ai_1 | 19 |
| o31ai_1 | 16 |
| xnor2_1 | 39 |
[metal layers]
metal	GRT usage, %	vias up	routed length, um
met5	0	-	13
met4	19.57	2	2153
met3	12.12	147	5326
met2	68.15	739	18170
met1	63.56	5076	17130
li1	-	4846	-
[stage by stage]
stage	total power [W]	cells	util (%)
2_1_floorplan	0.0001618	1254	-
3_3_place_gp	0.0002550	1505	56.69
3_5_place_dp	0.0002539	1505	56.69
4_1_cts	0.0002553	1505	56.69
5_1_grt	0.0002806	1505	56.69
6_report	0.0002639	1505	56.69
[power breakdown]
part	switching (W)	internal (W)
registers	0	0
clock network	0	0
logic	0.000156	0.000107
[area by class of cell]
cell class,instances,area (um^2),area share (%)
inverter,83,311.5,3.049
multi-input combinational,1063,8407,82.27
tap,229,286.5,2.804
timing repair buffer,130,1214,11.88
[path summary, 6_finish.rpt]
| kind | startpoint | endpoint | slack [ns] | cells past startpoint |
|---|---|---|---|---|
| max | alu_opcode[2] | flags_out[2] | 7.36 | 18 |
| min | data_in2[0] | data_out[2] | 10.48 | 6 |
[cells by family (layout without fill, tap and decap cells)]
kind of cell	after synthesis	after routing	share of synthesized area, %
multiplexers	145	145	22.25
XOR/XNOR	52	52	4.941
AND/OR/NAND/NOR	362	362	19.36
adder cells (fa/ha/maj)	101	101	13.79
AND-OR/OR-AND	403	403	30.61
buffers and inverters	191	213	9.054
Power is estimated from default activity; no workload was simulated.
