File: /design/flow/run.sh
#!/bin/bash
# OpenROAD 26Q1-2900-gdf79404cd8, Yosys 0.63+post, stock flow scripts
make -C /OpenROAD-flow-scripts/flow DESIGN_CONFIG=/design/flow/config.mk WORK_HOME=/design/flow/orfs finish
File: /design/flow/config.mk
export PLATFORM = sky130hd
export DESIGN_NAME = register_file
export DESIGN_NICKNAME = register_file
export VERILOG_FILES = /design/flow/design.v
export SDC_FILE = /design/flow/constraint.sdc
export NUM_CORES = 4
export LEC_CHECK = 1
export CORE_UTILIZATION = 50
export SYNTH_HDL_FRONTEND = slang
File: /design/flow/constraint.sdc
current_design register_file

set clk_period 10.6
set clk_io_pct 0.2

create_clock -name clk0 -period $clk_period [get_ports {clk}]

set non_clock_inputs [all_inputs -no_clocks]
set_input_delay [expr $clk_period * $clk_io_pct] -clock clk0 $non_clock_inputs
set_output_delay [expr $clk_period * $clk_io_pct] -clock clk0 [all_outputs]
File: /design/flow/design.v
`timescale 1ns/1ps
package alu_pkg;
    typedef enum logic [3:0] {
        ALU_ADD = 4'b0000,
        ALU_SUB = 4'b0001,
        ALU_AND = 4'b0010,  
        ALU_ORR = 4'b0011,  
        ALU_EOR = 4'b0100,  
        ALU_LSL = 4'b0101,  
        ALU_LSR = 4'b0110,  
        ALU_ASR = 4'b0111   
    } alu_op_t;
    typedef struct packed {
        logic n;   
        logic z;   
        logic c;   
        logic v;   
    } alu_flags_t;
endpackage
`timescale 1ns/1ps
module register_file #()
(
    input  logic        clk,
    input  logic        rst_n,
    input  logic [3:0]  read_addr1,
    input  logic [3:0]  read_addr2,
    output logic [31:0] read_data1,
    output logic [31:0] read_data2,
    input  logic [3:0]  write_addr,
    input  logic [31:0] write_data,
    input  logic        write_en
);
logic [31:0] registers [16];  
integer  i;
    always_ff @( posedge clk ) begin : register_file_rst
        if (!rst_n) begin
            for ( i =  0;  i < 12; i++ ) begin
                registers[i] <= 32'b0;
            end
        end
        if(write_en) begin
            registers[write_addr] <= write_data;
        end
    end
    always_comb begin : read_registers
        read_data1 = registers[read_addr1];
        read_data2 = registers[read_addr2];
    end
endmodule
==> run_results.csv <==
group,metric,value,unit
hold_path,min_path_type,"in2reg",
pwr,swShare,0.228,
route,wl_met2,35200,um
timing,clock.fmax,0.141,GHz
synthesis,ys.flops,512,
placed_design,gp_congestion,0.824,
grt,grt_pass1_vias,16500,
route,ant_nets,0,
worst_setup_path,crit_type,"in2out",
worst_setup_path,required,8.48,ns
worst_setup_path,crit_end,"read_data1[14]",
hold_path,holdPathStages,1,
flow_run,max_cap_violations,0,
timing,layout_min_cycle_time,7.08,ns
worst_setup_path,worst_setup_path_end_kind,"output port",
finish,largest_register_ffs,512,
clock_tree,clk_pin_slew,0.06,ns
pwr,p_clk_frac,0.398,
timing,drv_slew,0,
synthesis,yosys_warnings,0,
pwr,vdd_drop_max,162,uV
floorplanning,ios,111,
floorplanning,core,0.0504,mm^2
synthesis,ys_cells,1543,
pwr,internal_power,3.75,mW
grt,grtUsageTotal,0.329,
finish,fin_util,0.583,
clock_tree,clk_path_buf_depth,3,
clock_tree,htreeDepth,2,
route,wl,74200,um
clock_tree,tritoncts,"done",
route,drtIter0Drc,770,
finish,top_register,"registers",
floorplanning,die_h,229,um
timing,worstMarginPinSlew,0.904,ns
synthesis,netlist_area,0.0257,mm^2
floorplanning,dieWidth,229,um
pwr,switching_power,1.11,mW
worst_setup_path,crit_start,"read_addr1[0]",
worst_setup_path,crit_path_max_fanout,56,
route,drc,0,
floorplanning,fp_util,0.510,
finish,synthToLayoutAreaGrowth,14.3,%
pwr,power_frac_comb,0.113,
finish,seq_area,0.0154,mm^2
outcome,run_status,"complete, no violations",
finish,fillers,3679,
route,wl_per_cell,32.0,um
finish,combGateArea,0.00984,mm^2
finish,instances_no_fill,2322,
route,vias_per_cell,6.38,
route,dr_wl_met3,11700,um
floorplanning,num_rows,82,
finish,layout_top_cells,"512 x edfxtp_1, 384 x and2_1, 256 x mux4_2",
grt,antenna_found_initial,2,
clock_tree,numCtsBuffers,55,
clock_tree,root_buffer,"clkbuf_16",
clock_tree,clock-sinks,512,
flow_run,warning_count,25,
pwr,pwr-share-seq,0.490,
route,num_vias,14800,
synthesis,yosysChipArea,0.0257,mm^2
placed_design,post-dp-hpwl,40600,um
timing,timing.final.ws_setup,3.52,ns
synthesis,avgSynthCellArea,16.6,um^2
route,dr.pass1.iters,4,
placed_design,place_ws,3.35,ns
finish,final_common_cell,"edfxtp_1",
synthesis,ys_seq_frac,0.599,
timing,min_period_over_period,0.668,
timing,fin_tns_setup,0,ns
pwr,powerDensity,166,mW/mm^2
route,top_layer_used,"met5",
clock_tree,cts.hold.buffers_added,0,
timing,slew_headroom,0.395,
synthesis,synthCells,1543,
clock_tree,cts_resized,0,
synthesis,ys_types,21,
finish,reg.largest.list,"registers (512)",
floorplanning,dieArea,0.0523,mm^2
placed_design,portBuffers,110,
placed_design,dpl.cell_count,2219,
grt,grt_max_degree,63,
timing,hold_violations,0,
clock_tree,cts_setup_buffers,0,
grt,grt_pass1_wl,109000,um
timing,setup_viol,0,
timing,rsz0062_at_grt,"false",
route,m1WireLength,24900,um
grt,grt-ovfl-total,0,
worst_setup_path,worstSetupStartpointType,"input port",
finish,drive_gt1_frac,0.255,
worst_setup_path,cp.arrival,4.96,ns
pwr,cellLeakagePower,9.82,nW
==> per-stage QoR <==
stage	instance area, um^2	hold WS, ns	total power [mW]
3_5_place_dp	27600	3.06	2.97
4_1_cts	29400	2.42	4.90
3_3_place_gp	27600	3.04	2.97
2_1_floorplan	25700	2.22	2.73
5_1_grt	29400	2.46	5.02
6_report	29400	2.44	4.86
==> Yosys cell counts <==
cell type | number | area [um^2]
buf_6 | 2 | 22.5
nand3_1 | 1 | 5.00
buf_1 | 18 | 67.6
clkbuf_2 | 9 | 45.0
nand2b_1 | 5 | 31.3
nor3_4 | 1 | 16.3
a22oi_1 | 128 | 961
buf_4 | 20 | 150
nand2_1 | 65 | 244
nor2_2 | 1 | 6.26
or3b_1 | 1 | 8.76
mux4_2 | 256 | 5770
buf_2 | 12 | 60.1
nor2_1 | 13 | 48.8
nor2b_1 | 4 | 25.0
nand3b_1 | 2 | 15.0
o21ai_0 | 9 | 45.0
edfxtp_1 | 512 | 15400
clkbuf_1 | 95 | 357
nor3_1 | 3 | 15.0
and2_1 | 386 | 2410
==> kinds of logic (layout without fill, tap and decap cells) <==
logic type | count (synthesis) | in the layout | share of synthesized area
compound gates | 137 | 137 | 0.0392
simple gates | 482 | 482 | 0.110
flops | 512 | 512 | 0.599
other cells | 0 | 1 | 0
mux | 256 | 256 | 0.225
buf+inv | 156 | 262 | 0.0273
==> critical path: stages <==
cell and delay, ns:
buf_8 0.45, buf_12 0.47, buf_4 0.54, mux4_2 0.56
a22oi_1 0.25, nand2_1 0.10, clkdlybuf4s50_1 0.41
==> layer usage <==
metal | global-route usage | up-vias
met3 | 0.216 | 150
met1 | 0.455 | 7401
met4 | 0.0818 | 4
met2 | 0.469 | 1022
met5 | 0.0248 | -
li1 | - | 6240
==> power groups by stage <==
stage         Combinational [mW]  Sequential [mW]  Clock [mW]
global route               0.583             2.40        2.04
finish                     0.547             2.38        1.93
CTS                        0.551             2.38        1.97
==> worst min-delay path by stage <==
stage	from	to	slack, ns
6_report	write_data[27]	registers[13][27]	2.44
5_1_grt	write_data[12]	registers[15][12]	2.46
4_1_cts	write_data[6]	registers[14][6]	2.42
==> layout make-up <==
| cell class | instances | share of cell area |
|---|---|---|
| antenna | 1 | 0.0000853 |
| timing repair buffer | 160 | 0.0512 |
| clock inverter | 31 | 0.0107 |
| tap | 672 | 0.0286 |
| sequential | 512 | 0.524 |
| multi-input combinational | 875 | 0.335 |
| clock buffer | 71 | 0.0504 |
Power figures rest on the tool's default switching activity, not on a simulated workload.
